File: config.mk
export PLATFORM = sky130hd
export DESIGN_NAME = clkmodule
export DESIGN_NICKNAME = clkmodule
export VERILOG_FILES = /design/flow/design.v
export SDC_FILE = /design/flow/constraint.sdc
export NUM_CORES = 4
export LEC_CHECK = 1
export CORE_AREA = 10 10 92 92
export DIE_AREA = 0 0 102 102
File: constraint.sdc
current_design clkmodule

set clk_period 6.3
set clk_io_pct 0.2

create_clock -name clk0 -period $clk_period [get_ports {clk}]

set non_clock_inputs [all_inputs -no_clocks]
set_input_delay [expr $clk_period * $clk_io_pct] -clock clk0 $non_clock_inputs
set_output_delay [expr $clk_period * $clk_io_pct] -clock clk0 [all_outputs]
File: design.v
module clkmodule(clk, second);
	input clk;
	output reg second;
	reg [27:0] counter;
	always@(posedge clk) begin
		counter <= counter + 1;
		if(counter == 25_000_000)
			begin
				counter <= 0;
				second <= ~second;
			end
	end
endmodule
File: run.sh
#!/bin/bash
# OpenROAD 26Q1-2900-gdf79404cd8, Yosys 0.63+post, stock flow scripts
make -C /OpenROAD-flow-scripts/flow DESIGN_CONFIG=/design/flow/config.mk WORK_HOME=/design/flow/orfs finish
==> results.cfg <==
; generated from flow reports
[setup_path]
worst_setup_path_startpoint = second
crit_path_largest_cell_delay_ns = 0.46
critPathArrivalTime_ns = 1.08
timing.critical_path.buf_inv = 1
timing.reg2reg.setup_slack_ns = 4.40
cp-end-kind = output port
setup.worst_path.start_class = flip-flop
crit_slowest_cell = sky130_fd_sc_hd__clkdlybuf4s50_1
regToRegEndpoint = counter[27]
timing.critical_path.max_delay_family = buffers and inverters
reg_to_reg_startpoint = counter[7]
critical_path.cell_chain = clkdlybuf4s50_1
cp_data_required_time_ns = 5.04
setup.worst_path.end = second
cp_num_cells = 1
critical_path.max_fanout = 2
setup.worst_path.class = flip-flop to output port
worst-r2r-cell-count = 5

[layout]
layout-area-overhead-vs-synth_pct = 16.50
layout-drive-gt1-share = 0.1268
stdcell_area_um2 = 1493
fillCellCount = 691
final_core_utilization = 0.2311
layout.cells.most_common = sky130_fd_sc_hd__dfxtp_1
lay_top_cells = 28 x sky130_fd_sc_hd__dfxtp_1, 15 x sky130_fd_sc_hd__nor2_1, 13 x sky130_fd_sc_hd__nand2_1

[detailed_routing]
remaining_drc_errors = 0
detail_route.wl_per_cell_um = 9.804
vias = 908
detailedRoute.firstIterationViolations = 21
detailedRoute.firstPassIterationCount = 4
finalWirelength_um = 2147
ant_nets = 0
antenna-diode-count = 0
vias_per_cell = 4.146

[grt]
grt_max_degree = 11
gr-total-overflow = 0
grtUsageMet2 = 0.06469
grt_busiest_layer = met2
groute.usage.overall = 0.04290
grt_first_pass_wirelength_um = 3726
antenna_found_initial = 0
grt_util_met1 = 0.06031
via_count_of_the_first_global_routing_pass = 855
globalRouteMet3Util = 0.01363

[yosys]
post_synth_instance_area_um2 = 1281
synth_flops = 29
ys_cells = 134
synthDistinctLibCells = 34
synth_chip_area_um2 = 1281
topCellsByArea = sky130_fd_sc_hd__dfxtp_1 44%, sky130_fd_sc_hd__xnor2_1 8.2%, sky130_fd_sc_hd__xor2_1 5.5%, sky130_fd_sc_hd__nor2_1 4.4%, sky130_fd_sc_hd__nand3_1 3.9%
portion_of_the_post_synthesis_area_used_by_sequential_elements = 0.4609
synth_cells = 134
avgSynthCellArea_um2 = 9.561
yosysTopAreaCell = sky130_fd_sc_hd__dfxtp_1
top_cell_area_share = 0.4375
ys.warnings.count = 1

[clocking]
cts.reportedPaths.clkPinSlew_ns = 0.06
cts_max_level = 2
numClockSinks = 29
post_cts_gate_resize_count = 0
post_cts_hold_buffer_count = 0
cts_tree = built
clock-root-buffer = sky130_fd_sc_hd__clkbuf_8
postCtsSetupBuffers = 0
insertion_delay_ns = 0.28
tritoncts.num_buffers = 5
clock_tree.buffer_depth = 2

[sta]
setup_repair_after_global_routing_missed_its_margin = false
setup_viol_count_final = 0
finalCriticalPeriod_ns = 2.339
achievable-frequency_ghz = 0.4276
final-max-slew-violation-count = 0
fin_crit_sh = 0.3712
skew_ns = 0.004671
fin_tns_setup_ns = 0
timing.slew.headroom = 0.7074
max_slew.worst_pin.slew_ns = 0.4373
final.setup.worst_slack_ns = 3.961
timing_hold_violations_final = 0

[placed_design]
io_buffers = 1
place_area_um2 = 1391
finalWeightedCongestion = 0.7772
pre_cts_slack_ns = 4.248
dp_hpwl_um = 1552

[hold_path]
min-delay-path-class = flip-flop to flip-flop

[power]
leakagePower_nw = 0.5172
power.ir.vdd_worst_uv = 168.0
power_density_nw_per_um2 = 235.5
finalPower_mw = 0.3515

[floorplan]
num_rows = 29
die_h_um = 102
io-pin-count = 2
fp_util = 0.1984
die_area_um2 = 10400
die.size.x_um = 102
core_um2 = 6459

[run]
warning_count = 26
max_capacitance_violation_total = 0

[status]
status = finished clean
kinds of logic (layout without fill, tap and decap cells):
kind of cell / count (synthesis) / count (layout) / share of synthesized area
AND/OR/NAND/NOR: 70 / 70 / 0.3281
AND-OR/OR-AND: 6 / 6 / 0.02734
multiplexers: 1 / 1 / 0.007813
flip-flops: 29 / 29 / 0.4609
XOR/XNOR: 20 / 20 / 0.1367
adder cells (fa/ha/maj): 2 / 2 / 0.01953
buffers and inverters: 6 / 14 / 0.01952
power by group:
| part | internal, mW | switching, mW |
|---|---|---|
| Combinational | 0 | 0 |
| Clock | 0.0985 | 0.0688 |
| Sequential | 0.184 | 0 |
routing by layer:
| metal | up-vias | share of wire |
|---|---|---|
| met5 | - | 0 |
| met4 | 0 | 0.014 |
| met3 | 5 | 0.033 |
| met2 | 6 | 0.40 |
| met1 | 414 | 0.55 |
| li1 | 483 | - |
synth_stat cells:
| master | count |
|---|---|
| sky130_fd_sc_hd__and3_1 | 2 |
| sky130_fd_sc_hd__nor4_1 | 3 |
| sky130_fd_sc_hd__o31ai_1 | 1 |
| sky130_fd_sc_hd__nand3b_1 | 2 |
| sky130_fd_sc_hd__nor3_2 | 1 |
| sky130_fd_sc_hd__and4_1 | 3 |
| sky130_fd_sc_hd__xor2_1 | 8 |
| sky130_fd_sc_hd__nand2_1 | 13 |
| sky130_fd_sc_hd__nor4_4 | 1 |
| sky130_fd_sc_hd__clkbuf_2 | 1 |
| sky130_fd_sc_hd__o211ai_1 | 1 |
| sky130_fd_sc_hd__and4_4 | 1 |
| sky130_fd_sc_hd__or4_1 | 1 |
| sky130_fd_sc_hd__and4_2 | 1 |
| sky130_fd_sc_hd__xnor2_1 | 12 |
| sky130_fd_sc_hd__inv_1 | 4 |
| sky130_fd_sc_hd__nor4b_1 | 2 |
| sky130_fd_sc_hd__dfxtp_1 | 28 |
| sky130_fd_sc_hd__nand4_4 | 1 |
| sky130_fd_sc_hd__nand3_1 | 10 |
| sky130_fd_sc_hd__o21ai_1 | 1 |
| sky130_fd_sc_hd__ha_1 | 2 |
| sky130_fd_sc_hd__edfxtp_1 | 1 |
| sky130_fd_sc_hd__and3_2 | 1 |
| sky130_fd_sc_hd__nor2b_1 | 1 |
| sky130_fd_sc_hd__and2_1 | 1 |
| sky130_fd_sc_hd__nand4_1 | 6 |
| sky130_fd_sc_hd__nor2_1 | 15 |
| sky130_fd_sc_hd__nand3_2 | 1 |
| sky130_fd_sc_hd__or3_4 | 1 |
| sky130_fd_sc_hd__buf_2 | 1 |
| sky130_fd_sc_hd__mux2i_1 | 1 |
| sky130_fd_sc_hd__o21ai_0 | 3 |
| sky130_fd_sc_hd__nor3_1 | 3 |
sequential cells by signal, summed over array words and instances, names as in the netlist:
| register | cells |
|---|---|
| counter | 28 |
| second | 1 |
through the flow:
step	cells	hold slack, ns
2_1_floorplan	134	0.4321
3_3_place_gp	211	0.4531
3_5_place_dp	211	0.4579
4_1_cts	219	0.4764
5_1_grt	219	0.4984
6_report	219	0.4692
area by class of cell:
type | count | area, µm² | area share
Tap cell | 77 | 96.34 | 0.06454
Timing Repair Buffer | 2 | 17.52 | 0.01174
Multi-Input combinational cell | 99 | 671.9 | 0.4501
Inverter | 4 | 15.01 | 0.01006
Sequential cell | 29 | 590.6 | 0.3956
Clock buffer | 7 | 96.34 | 0.06454
Clock inverter | 1 | 5.005 | 0.003353
worst min-delay path by stage:
stage / to / startpoint / depth (start not counted)
4_1_cts: counter[21] / counter[21] / 1
5_1_grt: counter[27] / counter[27] / 1
6_report: counter[27] / counter[27] / 1
Power is estimated from default activity; no workload was simulated.
