--- flow/config.mk ---
export PLATFORM = sky130hd
export DESIGN_NAME = main
export DESIGN_NICKNAME = main
export VERILOG_FILES = /design/flow/design.v
export SDC_FILE = /design/flow/constraint.sdc
export NUM_CORES = 4
export LEC_CHECK = 1
export CORE_UTILIZATION = 50
--- flow/constraint.sdc ---
current_design main

set clk_period 3.3
set clk_io_pct 0.2

create_clock -name clk0 -period $clk_period [get_ports {PS2_Clock}]
create_clock -name clk1 -period $clk_period [get_ports {addLetter}]
create_clock -name clk2 -period $clk_period [get_ports {addPassword}]
create_clock -name clk3 -period $clk_period [get_ports {tryPassword}]

set non_clock_inputs [all_inputs -no_clocks]
set_input_delay [expr $clk_period * $clk_io_pct] -clock clk0 $non_clock_inputs
set_output_delay [expr $clk_period * $clk_io_pct] -clock clk0 [all_outputs]
--- flow/design.v ---
module displaymodule(bits, sevseg0, sevseg1, sevseg2, sevseg3, sevseg4, sevseg5);
	input [0:47] bits;
	output wire	[6:0] sevseg0, sevseg1, sevseg2, sevseg3, sevseg4, sevseg5;
	lettertohex Lhex0 (bits[0:7], sevseg0);
	lettertohex Lhex1 (bits[8:15], sevseg1);
	lettertohex Lhex2 (bits[16:23], sevseg2);
	lettertohex Lhex3 (bits[24:31], sevseg3);
	lettertohex Lhex4 (bits[32:39], sevseg4);
	lettertohex Lhex5 (bits[40:47], sevseg5);
endmodule
module keyboard( clk, data, outputBinData);
	input wire data;
	input wire clk;
	output reg[7:0] outputBinData;
	reg [7:0] bitInfo; 
	reg [7:0] storage;
	reg [3:0] b; 
	reg endSwitch; 
	initial
	begin
	bitInfo <= 8'hf0;
	storage <= 8'hf0;
	b <= 1'h1;
	endSwitch <= 1'b0;
	end
	always@(negedge clk)
	begin
	case(b)
	2:bitInfo[0] <= data;
	3:bitInfo[1] <= data;
	4:bitInfo[2] <= data;
	5:bitInfo[3] <= data;
	6:bitInfo[4] <= data;
	7:bitInfo[5] <= data;
	8:bitInfo[6] <= data;
	9:bitInfo[7] <= data;
	10:endSwitch <= 1'b1;
	11:endSwitch <= 1'b0;
	endcase
	if(b < 11) 
		b <= b + 1;
	else if(b == 11)
		b <= 1;	
	end
	always@(posedge endSwitch)
	begin	
	if(bitInfo == 8'hf0)  
		begin
		outputBinData = storage;
		storage = 8'hf0;
		end
	else 
		storage <= bitInfo;	
	end
endmodule
module lettertohex(sevbits, sevseg);
	input [0:7]sevbits;
	output reg [6:0] sevseg;
	always@* begin
   if (sevbits == 8'b00011100)   
       sevseg = 7'b0001000;
   else if(sevbits == 8'b00110010)  
       sevseg = 7'b0000011;
   else if(sevbits == 8'b00100001)  
       sevseg = 7'b1000110;
   else if(sevbits == 8'b00100011)  
       sevseg = 7'b0100001;
   else if(sevbits == 8'b00100100)  
       sevseg = 7'b0000110;
   else if(sevbits == 8'b00101011)  
       sevseg = 7'b0001110;
   else if(sevbits == 8'b00110100)  
       sevseg = 7'b1000010;
   else if(sevbits == 8'b00110011)  
       sevseg = 7'b0001001;
   else if(sevbits == 8'b01000011)  
       sevseg = 7'b1001111;
   else if(sevbits == 8'b00111011)  
       sevseg = 7'b1100001;
   else if(sevbits == 8'b01000010)  
       sevseg = 7'b0001010;
   else if(sevbits == 8'b01001011)  
       sevseg = 7'b1000111;
   else if(sevbits == 8'b00111010)  
       sevseg = 7'b0101010;
   else if(sevbits == 8'b00110001)  
       sevseg = 7'b0101011;
   else if(sevbits == 8'b01000100)  
       sevseg = 7'b0100011;
   else if(sevbits == 8'b01001101)  
       sevseg = 7'b0001100;
   else if(sevbits == 8'b00010101)  
       sevseg = 7'b0011000;
   else if(sevbits == 8'b00101101)  
       sevseg = 7'b0101111;
   else if(sevbits == 8'b00011011)  
       sevseg = 7'b1110011;
   else if(sevbits == 8'b00101100)  
       sevseg = 7'b0000111;
   else if(sevbits == 8'b00111100)  
       sevseg = 7'b1100011;
   else if(sevbits == 8'b00101010)  
       sevseg = 7'b1100111;
   else if(sevbits == 8'b00011101)  
       sevseg = 7'b1010101;
   else if(sevbits == 8'b00100010)  
       sevseg = 7'b0110110;
	else if(sevbits == 8'b00110101)  
       sevseg = 7'b0010001;
   else if(sevbits == 8'b00011010)  
       sevseg = 7'b0110111;
   else if(sevbits == 8'b00010110) 
       sevseg = 7'b1111001; 
   else if(sevbits == 8'b00011110) 
       sevseg = 7'b0100100; 
   else if(sevbits == 8'b00100110) 
       sevseg = 7'b0110000; 
   else if(sevbits == 8'b00100101) 
       sevseg = 7'b0011001; 
   else if(sevbits == 8'b00101110)
       sevseg = 7'b0010010; 
   else if(sevbits == 8'b00110110) 
       sevseg = 7'b0000010; 
   else if(sevbits == 8'b00111101)
       sevseg = 7'b1111000; 
   else if(sevbits == 8'b00111110)
       sevseg = 7'b0000000; 
   else if(sevbits == 8'b01000110)
       sevseg = 7'b0010000; 
   else if(sevbits == 8'b01000101)
       sevseg = 7'b1000000; 
	else
		 sevseg = 7'b1111111;  
	end
endmodule
module main(
	input tryPassword, addPassword,
	input PS2_Data, PS2_Clock, addLetter,
	output [6:0] sevenSeg0, sevenSeg1, sevenSeg2, sevenSeg3, sevenSeg4, sevenSeg5, 
	output reg isValidPassword, 
	output reg [2:0] lockout
	);
	parameter NUM_PASSWORDS = 2;
	integer currPasswordIndex;
	integer k;
	integer numPasswordAttempts;
	reg [47:0] passwords [0:NUM_PASSWORDS - 1];  
	reg [0:47] currentPassword;  
	wire [7:0] fromKeyboard;  
	reg [47:0] toDisplay;  
	initial begin
		currPasswordIndex = 0;
		isValidPassword = 0;
		lockout = 0;
		numPasswordAttempts = 0;
		currentPassword = {6{8'b01000101}};  
		toDisplay = {6{8'b01000101}};  
		for (k = 0; k < NUM_PASSWORDS; k = k + 1) begin  
			passwords[k] = {6{8'b01000101}};
		end
	end
	keyboard ke(PS2_Clock, PS2_Data, fromKeyboard);  
	displaymodule display(toDisplay, sevenSeg0, sevenSeg1, sevenSeg2, sevenSeg3, sevenSeg4, sevenSeg5);  
	always @(negedge addLetter) begin
		currentPassword = currentPassword >> 8;
		currentPassword[0:7] = fromKeyboard;
		toDisplay = currentPassword;
	end
	always @(negedge addPassword) begin
		passwords[currPasswordIndex] = currentPassword;
		currPasswordIndex = (currPasswordIndex + 1) % NUM_PASSWORDS;  
	end
	always @(negedge tryPassword) begin
		isValidPassword = 0;  
		if (numPasswordAttempts < 3) begin  
			for (k = 0; k < NUM_PASSWORDS; k = k + 1) begin
				if (passwords[k] == currentPassword) begin
					isValidPassword = 1;
					numPasswordAttempts = 0;  
				end
			end
		end
		if (!isValidPassword) begin  
				numPasswordAttempts = numPasswordAttempts + 1;
		end
	end
	always @(numPasswordAttempts) begin
		if (numPasswordAttempts == 0) begin
			lockout = 3'b111;
		end
		else if (numPasswordAttempts == 1) begin
			lockout = 3'b110;
		end
		else if (numPasswordAttempts == 2) begin
			lockout = 3'b100;
		end
		else begin
			lockout = 3'b000;
		end
	end
endmodule
--- flow/run.sh ---
#!/bin/bash
# OpenROAD 26Q1-2900-gdf79404cd8, Yosys 0.63+post, stock flow scripts
make -C /OpenROAD-flow-scripts/flow DESIGN_CONFIG=/design/flow/config.mk WORK_HOME=/design/flow/orfs finish
==> run_results.csv <==
group,metric,value,unit
status,status,"finished, violations left",
status,violations,"setup timing",
sta,tightest_slew,0.6583,ns
flow_run,maxCapViolCount,0,
clocking,cts_hold_buf,0,
worst_setup_path,critPathRequiredTime,2.64,ns
power_and_ir_drop,switching_share,28.53,%
worst_setup_path,path_class,"register to output pin",
synthesis,yosysChipArea,12120,um2
route,drtPass1Iterations,5,
route,vias,13190,
worst_setup_path,cp_max_fo,4,
finish,stdcell_count,2325,
synthesis,ys_cells,1331,
synthesis,avgSynthCellArea,9.105,um2
clocking,clkTransAtPathRegs,0.05,ns
sta,finalSetupViolations,45,
route,wl_per_cell,17.42,um
finish,area_growth,63.55,%
worst_setup_path,critPathBufInv,3,
power_and_ir_drop,switching_power,1664,uW
sta,relSlewSlack,56.12,%
global_route,grt_usage,33.28,%
route,finalWirelength,40.51,mm
worst_setup_path,critPathMaxStageDelay,0.53,ns
sta,untimed_endpoints,32,
synthesis,async_flop_share,0,%
global_route,grt_pass1_wl,62.04,mm
synthesis,synth-edff-count,117,
finish,lay_top_cells,"buf_4 (436), inv_1 (207), edfxtp_1 (117)",
power_and_ir_drop,p_per_area,294.3,nW/um2
global_route,antenna_found_initial,0,
worst_setup_path,end_kind,"output pin",
route,ant_nets,0,
die,dieWidth,157.7,um
synthesis,synth_cell_types,71,
worst_setup_path,path_cells,"buf_6, or4b_4, nor3_2, a31oi_1, o21ai_1, buf_4, and4b_1, buf_2",
finish,final_util,83.94,%
synthesis,ff_type,"edfxtp_1",
route,routed_via_density,5.674,
sta,rsz0062_at_grt,"yes",
power_and_ir_drop,clkPwrFrac,57.4,%
sta,slew_violations,0,
die,die_height,157.7,um
clocking,cts_tree,"done",
worst_setup_path,start_kind,"register",
die,rows,56,
die,ios,51,
global_route,first_global_vias,12760,
power_and_ir_drop,p_int,4170,uW
synthesis,syn_area,12120,um2
placed_design,dp_cells,1958,
finish,comb_area,7895,um2
flow_run,warnings,224,
die,core-area,23610,um2
route,drt-initial-drc-count,1082,
sta,finalWorstSetupSlack,-1.251,ns
worst_hold_path,hp-class,"register to register",
placed_design,dp_hpwl,24.64,mm
route,insertedDiodeCount,0,
die,chipArea,24860,um2
power_and_ir_drop,power_frac_seq,42.5,%
placed_design,io_buffers,47,
placed_design,globalplace.congestion,0.9673,
sta,hold_viol,0,
worst_setup_path,cp.arrival,3.89,ns
global_route,gr-total-overflow,0,
die,floorplan.core_util,51.32,%
synthesis,netlist_instances,1331,
sta,skew,0.03769,ns
worst_setup_path,critPathTopFamily,"simple AND/OR/NAND/NOR gates",
sta,unclocked_regs,16,
power_and_ir_drop,combPwrFrac,0,%
route,drc,0,
global_route,grt_max_degree,49,
finish,layout-drive-gt1-share,45.81,%
finish,mostFrequentLayoutCell,"buf_4",
finish,seq_area,5463,um2
synthesis,ys_warn_count,3,
synthesis,synth_flops,207,
power_and_ir_drop,p_leak,0.008442,uW
synthesis,ys_seq_share,43.86,%
power_and_ir_drop,ir_worst_vdd,373.7,uV
finish,num-fill-cells,1127,
worst_setup_path,crit_slowest_cell,"or4b_4",
through the flow:
| stage | TNS (ns) | setup slack (ns) | hold WS (ns) | cell area, um2 | power [uW] |
|---|---|---|---|---|---|
| 2_1_floorplan | -15.81 | -0.5630 | 0.3483 | 12900 | 2895 |
| 3_3_place_gp | -47.90 | -1.236 | 0.5119 | 15780 | 2897 |
| 3_5_place_dp | -48.00 | -1.234 | 0.5245 | 15780 | 2897 |
| 4_1_cts | -46.74 | -1.181 | 0.5014 | 19020 | 5813 |
| 5_1_grt | -52.01 | -1.328 | 0.5224 | 19820 | 6228 |
| 6_report | -47.58 | -1.251 | 0.4976 | 19820 | 5834 |
Yosys cell counts (all sizes together), types with 4 or more instances:
| library cell | number | area share, % |
|---|---|---|
| xnor2 | 111 | 8.0 |
| or3b | 5 | 0.36 |
| a31oi | 15 | 0.77 |
| a32oi | 11 | 0.79 |
| o211ai | 15 | 0.93 |
| a21o | 5 | 0.31 |
| edfxtp | 117 | 29 |
| and4b | 4 | 0.33 |
| a22oi | 12 | 0.74 |
| nand3 | 46 | 1.9 |
| nand3b | 11 | 0.68 |
| o21ai | 67 | 2.8 |
| nor3b | 19 | 1.2 |
| nand4b | 5 | 0.36 |
| o32ai | 12 | 0.87 |
| nand2 | 116 | 3.6 |
| nor3 | 41 | 1.8 |
| inv | 17 | 0.53 |
| buf | 79 | 3.3 |
| dfxtp | 90 | 15 |
| mux2i | 6 | 0.50 |
| nor4b | 20 | 1.8 |
| nand4 | 47 | 2.4 |
| clkbuf | 35 | 1.1 |
| and3b | 4 | 0.29 |
| o311ai | 5 | 0.36 |
| o22ai | 19 | 0.98 |
| and2 | 16 | 0.83 |
| a221oi | 4 | 0.29 |
| a21oi | 58 | 2.4 |
| and3 | 21 | 1.1 |
| a2111oi | 5 | 0.36 |
| nand2b | 31 | 1.6 |
| nor2b | 39 | 2.0 |
| o31ai | 8 | 0.50 |
| ha | 5 | 0.52 |
| xor2 | 24 | 1.7 |
| nor4 | 32 | 1.7 |
| nor2 | 111 | 3.4 |
layer usage:
| metal | vias up | wire, um | GRT usage (%) |
|---|---|---|---|
| met3 | 77 | 3472 | 12.46 |
| met1 | 6239 | 17910 | 50.15 |
| met4 | 0 | 772 | 9.755 |
| met2 | 643 | 18350 | 46.70 |
| met5 | - | 0 | 0 |
| li1 | 6233 | - | - |
power by group through the flow:
| stage | Sequential, uW | Combinational, uW | Clock [uW] |
|---|---|---|---|
| after CTS | 2490 | 2.04 | 3320 |
| after global routing | 2470 | 2.26 | 3750 |
| final | 2480 | 2.10 | 3350 |
worst paths after layout:
check | startpoint | to | slack (ns) | cells past startpoint
max in group clk3 | toDisplay[13]$_DFF_N_ | numPasswordAttempts[26]$_DFF_N_ | 0.17 | 15
setup reg to reg | toDisplay[13]$_DFF_N_ | numPasswordAttempts[26]$_DFF_N_ | 0.17 | 15
hold reg to reg | toDisplay[10]$_DFF_N_ | toDisplay[2]$_DFF_N_ | 0.50 | 1
min in group clk2 | toDisplay[47]$_DFF_N_ | passwords[0][47]$_DFFE_NN_ | 0.56 | 1
min in group clk3 | numPasswordAttempts[29]$_DFF_N_ | numPasswordAttempts[29]$_DFF_N_ | 0.54 | 2
hold / removal | toDisplay[10]$_DFF_N_ | toDisplay[2]$_DFF_N_ | 0.50 | 1
max in group clk1 | toDisplay[40]$_DFF_N_ | toDisplay[32]$_DFF_N_ | 2.40 | 2
max in group clk2 | currPasswordIndex[0]$_DFF_N_ | passwords[0][13]$_DFFE_NN_ | 1.78 | 2
min in group clk0 | ke.b[0]$_SDFFCE_NP1P_ | ke.b[0]$_SDFFCE_NP1P_ | 0.64 | 1
setup / recovery | toDisplay[5]$_DFF_N_ | sevenSeg5[3] | -1.25 | 8
timing repair:
action                                  4_1_cts  5_1_grt
endpoints found under the setup margin       46       55
resized                                     430      133
buffers inserted                            128       33
gates cloned                                  1        1
pin swaps                                   159       93
logic make-up (layout without fill, tap and decap cells):
family | Yosys count | in the layout | share of synthesized area, %
adder cells (fa/ha/maj) | 5 | 5 | 0.5162
multiplexers | 6 | 6 | 0.4956
AND-OR/OR-AND | 264 | 264 | 14.15
AND/OR/NAND/NOR | 581 | 581 | 26.24
XOR/XNOR | 135 | 135 | 9.756
buffers and inverters | 133 | 808 | 4.976
flip-flops | 207 | 207 | 43.86
registers in the layout, summed over array words and instances (netlist names), 4 cells and up:
name / cells
ke.outputBinData: 8
numPasswordAttempts: 32
ke.b: 4
ke.bitInfo: 8
toDisplay: 48
ke.storage: 8
passwords: 96
cell type report:
type	instances	area share [%]
Clock buffer	22	2.778
Multi-Input combinational cell	991	39.83
Timing Repair Buffer	567	23.28
Sequential cell	207	27.56
Clock inverter	204	4.230
Inverter	15	0.3030
Tap cell	319	2.014
Power is estimated from default activity; no workload was simulated.
