<file path="./run.sh">
#!/bin/bash
# OpenROAD 26Q1-2900-gdf79404cd8, Yosys 0.63+post, stock flow scripts
make -C /OpenROAD-flow-scripts/flow DESIGN_CONFIG=/design/flow/config.mk WORK_HOME=/design/flow/orfs finish
</file>
<file path="./config.mk">
export PLATFORM = sky130hd
export DESIGN_NAME = bianaryToBCD
export DESIGN_NICKNAME = bianaryToBCD
export VERILOG_FILES = /design/flow/design.v
export SDC_FILE = /design/flow/constraint.sdc
export NUM_CORES = 4
export LEC_CHECK = 1
export CORE_UTILIZATION = 30
</file>
<file path="./constraint.sdc">
current_design bianaryToBCD

set clk_period 30.6
set clk_io_pct 0.2

create_clock -name clk0 -period $clk_period

set non_clock_inputs [all_inputs -no_clocks]
set_input_delay [expr $clk_period * $clk_io_pct] -clock clk0 $non_clock_inputs
set_output_delay [expr $clk_period * $clk_io_pct] -clock clk0 [all_outputs]
</file>
<file path="./design.v">
module bianaryToBCD
	(
		input [9:0] bianary,
		output reg [3:0] ones, tens, hundreds, thousands
	);
	always @(bianary) begin
		ones = bianary % 10;
		tens = ((bianary - ones) / 10) % 10;
		hundreds = ((bianary - tens) / 10) % 10;
		thousands = ((bianary - hundreds) / 10) % 10;
	end
endmodule
</file>
==> notes.md <==
Summary of the current implementation state.

- The via count of the first global-routing pass is between 5000 and 6000, for reference.
- The detailed router reports a met2 wire length of 6.915 mm.
- The critical path's slowest cell is sky130_fd_sc_hd__clkdlybuf4s50_1, for reference.
- At the worst endpoint, the arrival time is around 24000 ps.
- The post-CTS hold buffer count recorded in the log is 0.
- Of the cells placed in the final design, the portion with a size suffix greater than 1 is around 14%.
- The count of clock-net buffers in the final layout is 0, for reference.
- In the per-layer summary, the met1 wirelength comes to 7.567 mm.
- The timing report shows the most common cell along the critical path to be sky130_fd_sc_hd__ha_1.
- The routed layout reports a DRC error count of 0.
- The core box area is 16640 sq um, for reference.
- The slew check shows that the tightest pin keeps a relative margin of between 40 and 50%.
- The x dimension of the die is around 130 microns, for reference.
- In the hold report, the worst path ends at ones[0].
- Summing all placed instances gives a cell area of 5682 sq um.
- The detailed-placement wirelength estimate is 11.92 mm, for reference.
- The tally of filler cells in the layout is about 1700, for reference.
- The row count is 47, for reference.
- The pre-placement core utilization is a little over 30%, for reference.
- Of all nets on the critical path, the largest fanout is 21.
- Summing all multi-input logic gate instances after layout gives 5069 sq um.
- The sequential cell count is 0, for reference.
- The final weighted congestion recorded by global placement is between 0.9 and 1.
- The count of synthesis-stage warnings from yosys is 1, for reference.
- The layout stage reports a final design area of just under 6000 sq um.
- The actual transition at the worst max-transition pin is around 780 ps, for reference.
- The first-pass GRT wire length is 25.94 mm, for reference.
- The synthesized netlist occupies a cell area of 5122 sq um.
- Entering global routing, the biggest net connects 26 pins.
- The DRC marker count from the first detailed-route iteration is 614, for reference.
- The top layer reached by signal wires is met4, for reference.
- The number of port buffers is 26, for reference.
- The via density per instance is 6.101, for reference.
- STA classifies the critical path endpoint as a primary output.
- The amount of wire on met3 after detailed routing is 861 microns, for reference.
- The final timing summary puts the cycle share of the worst path at 96.83%.
- The die outline area is about 18000 sq um, for reference.
- Per the final timing report, the hold violations number 0.
- The class of the tightest hold or removal check is in -> out, for reference.
- The synthesized area per cell is roughly 6.5 sq um, for reference.
- The count of tool warnings is 35, for reference.
- Across every metal layer, demand over resource in global routing totals 17.34%.
- Across all layers, the routed design uses 6217 vias.
- Synthesis instantiated approximately 97 different standard cells from the library.
- Across the run, the number of max-cap violations was 0.
- The aggregate global routing overflow is 0, for reference.
- The relative area change from synthesis to final layout is 15.93%, for reference.
- The post-route antenna net violation count is 0, for reference.
- On the worst path, the slowest cell contributes a delay of ~480 ps.
- The count of mapped cells out of synthesis is around 790, for reference.
- The cell count of the worst hold path is 2, for reference.
- In the setup report, the worst path falls into the class in -> out.
- Per the hold report, the tightest min-delay path originates at bianary[0].
- Derived from the worst setup path, the maximum achievable clock frequency is between 0.03 and 0.04 GHz.
- Antenna repair during routing inserted a diode count of 0.
- After synthesis, flip-flops and latches occupy 0% of the total area.
- Per the layout area report, the register area comes to 0 sq um.
- Data on the critical path is required at its endpoint by approximately 24000 ps.
- After layout, the minimum clock period comes to a little under 30000 ps.
- The number of max-slew violations in the final report is 0, for reference.
- The synthesized chip area reported by yosys is 5122 sq um, for reference.
- The number of antenna violations at the first check in global routing is 0, for reference.
- The I/O pin total is 26, for reference.
- Before antenna repair, the detailed router went through 5 iterations.
- The total length of routed wires is 15.59 mm, for reference.
- The number of endpoints failing setup at the final stage is 0, for reference.
- The sort of element at the start of the critical path is a primary input, for reference.
- The flow ran to the end, and the final reports show no timing, DRC or antenna violations.
- Yosys stat counts 785 cells in the synthesized netlist.
- The die is between 100 and 150 microns tall.
- The wire length per cell after detailed routing is approximately 15 microns, for reference.
[synth_stat cells, drive strengths merged, types with 5 or more instances]
cell type / number / area, sq um
nand2: 72 / 270.3
mux2i: 13 / 130.1
xor2: 7 / 61.31
a221oi: 9 / 97.59
xnor2: 37 / 324.1
a32oi: 5 / 43.79
a211oi: 23 / 220.2
o21a: 20 / 150.1
nand4: 7 / 58.81
a31oi: 9 / 56.30
buf: 13 / 62.56
maj3: 8 / 81.33
o22ai: 11 / 68.82
or2: 15 / 93.84
o2111ai: 6 / 58.80
a2111oi: 10 / 95.09
nand3: 28 / 140.1
and2: 16 / 105.1
nor4: 8 / 56.30
ha: 16 / 200.2
or3: 13 / 81.33
and3: 11 / 68.82
o21ai: 60 / 304.0
nor2b: 9 / 56.30
o31ai: 11 / 82.58
inv: 21 / 78.82
a311o: 5 / 50.05
clkbuf: 33 / 123.9
nor3: 33 / 170.2
o211ai: 13 / 102.6
a311oi: 7 / 67.56
o221ai: 7 / 67.56
a21o: 7 / 52.55
nand2b: 9 / 56.30
o211a: 6 / 60.06
a211o: 6 / 52.55
a21oi: 56 / 280.3
nor2: 69 / 261.5
or4: 7 / 60.06
[what timing repair did]
| item | CTS | global route |
|---|---|---|
| endpoints found under the hold margin | 0 | 0 |
| setup endpoints to repair | 2 | 4 |
| pin swaps | 0 | 4 |
| gates resized | 1 | 40 |
| setup buffers | 0 | 6 |
[area by class of cell]
cell class	count	area share, %
Inverter	21	1.327
Multi-Input combinational cell	718	85.36
Timing Repair Buffer	60	8.681
Tap cell	220	4.635
[placed cells by master, fill, tap and decap left out, types with 13 or more instances in the layout]
| cell | count |
|---|---|
| sky130_fd_sc_hd__a211oi_1 | 17 |
| sky130_fd_sc_hd__a21oi_1 | 55 |
| sky130_fd_sc_hd__and2_1 | 13 |
| sky130_fd_sc_hd__buf_4 | 34 |
| sky130_fd_sc_hd__clkdlybuf4s50_1 | 26 |
| sky130_fd_sc_hd__ha_1 | 16 |
| sky130_fd_sc_hd__inv_1 | 20 |
| sky130_fd_sc_hd__nand2_1 | 72 |
| sky130_fd_sc_hd__nand3_1 | 28 |
| sky130_fd_sc_hd__nor2_1 | 68 |
| sky130_fd_sc_hd__nor3_1 | 31 |
| sky130_fd_sc_hd__o21a_1 | 19 |
| sky130_fd_sc_hd__o21ai_0 | 50 |
| sky130_fd_sc_hd__xnor2_1 | 30 |
[per-stage QoR]
stage / hold slack [ps] / worst slack (ps) / instances / utilization [%] / TNS [ps]
after floorplan: 12310 / 2471 / 785 / - / 0
after global placement: 13120 / 145.6 / 1013 / 34.14 / 0
after detailed placement: 13120 / 1.171 / 1013 / 34.14 / 0
after CTS: 13120 / 52.86 / 1013 / 34.18 / 0
after global routing: 13150 / -24.85 / 1019 / 35.68 / -24.85
final: 13110 / 969.0 / 1019 / 35.68 / 0
[per-layer routing]
metal / global-route usage [%] / vias up
li1: - / 3107
met1: 26.64 / 2847
met2: 26.90 / 235
met3: 1.016 / 28
met4: 3.001 / 0
met5: 0 / -
[critical path: cells and delay by family]
kind,cells,cell delay (ps)
buffers and inverters,4,1340
and+or+nand+nor,14,3600
muxes,2,420
xor gates and xnor gates,2,440
AOI/OAI and AO/OA,35,9330
adders and majority gates,7,2220
[worst max path at each step]
stage / endpoint / cells past startpoint / start
6_report: thousands[3] / 64 / bianary[7]
5_1_grt: thousands[3] / 64 / bianary[7]
4_1_cts: thousands[3] / 66 / bianary[8]
[logic make-up (layout without fill, tap and decap cells)]
logic type / Yosys count / count (layout) / share of synthesized area, %
AND-OR/OR-AND: 324 / 324 / 46.97
AND/OR/NAND/NOR: 307 / 307 / 30.63
buffers and inverters: 67 / 81 / 5.178
XOR/XNOR: 44 / 44 / 7.523
adder cells (fa/ha/maj): 26 / 26 / 6.278
multiplexers: 17 / 17 / 3.419
